## config.mk

```make
export PLATFORM = sky130hd
export DESIGN_NAME = RegisterFile
export DESIGN_NICKNAME = RegisterFile
export VERILOG_FILES = /design/flow/design.v
export SDC_FILE = /design/flow/constraint.sdc
export NUM_CORES = 4
export LEC_CHECK = 1
export CORE_AREA = 10 10 83 83
export DIE_AREA = 0 0 93 93
```

## constraint.sdc

```tcl
current_design RegisterFile

set clk_period 1.4
set clk_io_pct 0.2

create_clock -name clk0 -period $clk_period [get_ports {clk}]

set non_clock_inputs [all_inputs -no_clocks]
set_input_delay [expr $clk_period * $clk_io_pct] -clock clk0 $non_clock_inputs
set_output_delay [expr $clk_period * $clk_io_pct] -clock clk0 [all_outputs]
```

## design.v

```verilog
module BitCell( input clk,  input rst, input D, input WriteEnable, input ReadEnable1, input ReadEnable2, inout Bitline1, inout Bitline2);
wire Q,Qout;
dff DFF(.q(Q), .d(D), .wen(WriteEnable), .clk(clk), .rst(rst));
assign Qout = WriteEnable?D:Q;
bufif1 buf1(Bitline1,Qout,ReadEnable1);
bufif1 buf2(Bitline2,Qout,ReadEnable2);
endmodule
module dff (q, d, wen, clk, rst);
    output         q;  
    input          d;  
    input 	       wen;  
    input          clk;  
    input          rst;  
    reg            state;
    assign q = state;
    always @(posedge clk) begin
      state = rst ? 0 : (wen ? d : state);
    end
endmodule
module ReadDecoder_4_16(input[3:0] RegId, output [15:0] Wordline);
wire [15:0] wordline_in0, wordline_in1, wordline_in2;
assign wordline_in = 16'h0001;
assign wordline_in0 = RegId[0] ? (wordline_in << 1) : wordline_in;
assign wordline_in1 = RegId[1] ? (wordline_in0 << 2) : wordline_in0;
assign wordline_in2 = RegId[2] ? (wordline_in1 << 4) : wordline_in1;
assign Wordline = RegId[3] ? (wordline_in2 << 8) : wordline_in2;
endmodule
module Register( input clk,  input rst, input [15:0] D, input WriteReg, input ReadEnable1, input ReadEnable2, inout [15:0] Bitline1, inout [15:0] Bitline2);
BitCell Cell0(.clk(clk),.rst(rst),.D(D[0]),.WriteEnable(WriteReg),.ReadEnable1(ReadEnable1),.ReadEnable2(ReadEnable2),.Bitline1(Bitline1[0]),.Bitline2(Bitline2[0]));
BitCell Cell1(.clk(clk),.rst(rst),.D(D[1]),.WriteEnable(WriteReg),.ReadEnable1(ReadEnable1),.ReadEnable2(ReadEnable2),.Bitline1(Bitline1[1]),.Bitline2(Bitline2[1]));
BitCell Cell2(.clk(clk),.rst(rst),.D(D[2]),.WriteEnable(WriteReg),.ReadEnable1(ReadEnable1),.ReadEnable2(ReadEnable2),.Bitline1(Bitline1[2]),.Bitline2(Bitline2[2]));
BitCell Cell3(.clk(clk),.rst(rst),.D(D[3]),.WriteEnable(WriteReg),.ReadEnable1(ReadEnable1),.ReadEnable2(ReadEnable2),.Bitline1(Bitline1[3]),.Bitline2(Bitline2[3]));
BitCell Cell4(.clk(clk),.rst(rst),.D(D[4]),.WriteEnable(WriteReg),.ReadEnable1(ReadEnable1),.ReadEnable2(ReadEnable2),.Bitline1(Bitline1[4]),.Bitline2(Bitline2[4]));
BitCell Cell5(.clk(clk),.rst(rst),.D(D[5]),.WriteEnable(WriteReg),.ReadEnable1(ReadEnable1),.ReadEnable2(ReadEnable2),.Bitline1(Bitline1[5]),.Bitline2(Bitline2[5]));
BitCell Cell6(.clk(clk),.rst(rst),.D(D[6]),.WriteEnable(WriteReg),.ReadEnable1(ReadEnable1),.ReadEnable2(ReadEnable2),.Bitline1(Bitline1[6]),.Bitline2(Bitline2[6]));
BitCell Cell7(.clk(clk),.rst(rst),.D(D[7]),.WriteEnable(WriteReg),.ReadEnable1(ReadEnable1),.ReadEnable2(ReadEnable2),.Bitline1(Bitline1[7]),.Bitline2(Bitline2[7]));
BitCell Cell8(.clk(clk),.rst(rst),.D(D[8]),.WriteEnable(WriteReg),.ReadEnable1(ReadEnable1),.ReadEnable2(ReadEnable2),.Bitline1(Bitline1[8]),.Bitline2(Bitline2[8]));
BitCell Cell9(.clk(clk),.rst(rst),.D(D[9]),.WriteEnable(WriteReg),.ReadEnable1(ReadEnable1),.ReadEnable2(ReadEnable2),.Bitline1(Bitline1[9]),.Bitline2(Bitline2[9]));
BitCell Cell10(.clk(clk),.rst(rst),.D(D[10]),.WriteEnable(WriteReg),.ReadEnable1(ReadEnable1),.ReadEnable2(ReadEnable2),.Bitline1(Bitline1[10]),.Bitline2(Bitline2[10]));
BitCell Cell11(.clk(clk),.rst(rst),.D(D[11]),.WriteEnable(WriteReg),.ReadEnable1(ReadEnable1),.ReadEnable2(ReadEnable2),.Bitline1(Bitline1[11]),.Bitline2(Bitline2[11]));
BitCell Cell12(.clk(clk),.rst(rst),.D(D[12]),.WriteEnable(WriteReg),.ReadEnable1(ReadEnable1),.ReadEnable2(ReadEnable2),.Bitline1(Bitline1[12]),.Bitline2(Bitline2[12]));
BitCell Cell13(.clk(clk),.rst(rst),.D(D[13]),.WriteEnable(WriteReg),.ReadEnable1(ReadEnable1),.ReadEnable2(ReadEnable2),.Bitline1(Bitline1[13]),.Bitline2(Bitline2[13]));
BitCell Cell14(.clk(clk),.rst(rst),.D(D[14]),.WriteEnable(WriteReg),.ReadEnable1(ReadEnable1),.ReadEnable2(ReadEnable2),.Bitline1(Bitline1[14]),.Bitline2(Bitline2[14]));
BitCell Cell15(.clk(clk),.rst(rst),.D(D[15]),.WriteEnable(WriteReg),.ReadEnable1(ReadEnable1),.ReadEnable2(ReadEnable2),.Bitline1(Bitline1[15]),.Bitline2(Bitline2[15]));
endmodule
module RegisterFile(input clk, input rst, input [3:0] SrcReg1, input [3:0] SrcReg2, 
                    input [3:0] DstReg, input WriteReg, input [15:0] DstData, 
                    inout [15:0] SrcData1, inout [15:0] SrcData2);
wire[15:0] WrtEn,RdEn1,RdEn2;
ReadDecoder_4_16 RDcoder1(.RegId(SrcReg1), .Wordline(RdEn1));
ReadDecoder_4_16 RDcoder2(.RegId(SrcReg2), .Wordline(RdEn2));
WriteDecoder_4_16 WDcoder(.RegId(DstReg), .WriteReg(WriteReg), .Wordline(WrtEn));
Register R0(.clk(clk), .rst(rst), .D(DstData), .WriteReg(WrtEn[0]), .ReadEnable1(RdEn1[0]), .ReadEnable2(RdEn2[0]), .Bitline1(SrcData1), .Bitline2(SrcData2));
Register R1(.clk(clk), .rst(rst), .D(DstData), .WriteReg(WrtEn[1]), .ReadEnable1(RdEn1[1]), .ReadEnable2(RdEn2[1]), .Bitline1(SrcData1), .Bitline2(SrcData2));
Register R2(.clk(clk), .rst(rst), .D(DstData), .WriteReg(WrtEn[2]), .ReadEnable1(RdEn1[2]), .ReadEnable2(RdEn2[2]), .Bitline1(SrcData1), .Bitline2(SrcData2));
Register R3(.clk(clk), .rst(rst), .D(DstData), .WriteReg(WrtEn[3]), .ReadEnable1(RdEn1[3]), .ReadEnable2(RdEn2[3]), .Bitline1(SrcData1), .Bitline2(SrcData2));
Register R4(.clk(clk), .rst(rst), .D(DstData), .WriteReg(WrtEn[4]), .ReadEnable1(RdEn1[4]), .ReadEnable2(RdEn2[4]), .Bitline1(SrcData1), .Bitline2(SrcData2));
Register R5(.clk(clk), .rst(rst), .D(DstData), .WriteReg(WrtEn[5]), .ReadEnable1(RdEn1[5]), .ReadEnable2(RdEn2[5]), .Bitline1(SrcData1), .Bitline2(SrcData2));
Register R6(.clk(clk), .rst(rst), .D(DstData), .WriteReg(WrtEn[6]), .ReadEnable1(RdEn1[6]), .ReadEnable2(RdEn2[6]), .Bitline1(SrcData1), .Bitline2(SrcData2));
Register R7(.clk(clk), .rst(rst), .D(DstData), .WriteReg(WrtEn[7]), .ReadEnable1(RdEn1[7]), .ReadEnable2(RdEn2[7]), .Bitline1(SrcData1), .Bitline2(SrcData2));
Register R8(.clk(clk), .rst(rst), .D(DstData), .WriteReg(WrtEn[8]), .ReadEnable1(RdEn1[8]), .ReadEnable2(RdEn2[8]), .Bitline1(SrcData1), .Bitline2(SrcData2));
Register R9(.clk(clk), .rst(rst), .D(DstData), .WriteReg(WrtEn[9]), .ReadEnable1(RdEn1[9]), .ReadEnable2(RdEn2[9]), .Bitline1(SrcData1), .Bitline2(SrcData2));
Register R10(.clk(clk), .rst(rst), .D(DstData), .WriteReg(WrtEn[10]), .ReadEnable1(RdEn1[10]), .ReadEnable2(RdEn2[10]), .Bitline1(SrcData1), .Bitline2(SrcData2));
Register R11(.clk(clk), .rst(rst), .D(DstData), .WriteReg(WrtEn[11]), .ReadEnable1(RdEn1[11]), .ReadEnable2(RdEn2[11]), .Bitline1(SrcData1), .Bitline2(SrcData2));
Register R12(.clk(clk), .rst(rst), .D(DstData), .WriteReg(WrtEn[12]), .ReadEnable1(RdEn1[12]), .ReadEnable2(RdEn2[12]), .Bitline1(SrcData1), .Bitline2(SrcData2));
Register R13(.clk(clk), .rst(rst), .D(DstData), .WriteReg(WrtEn[13]), .ReadEnable1(RdEn1[13]), .ReadEnable2(RdEn2[13]), .Bitline1(SrcData1), .Bitline2(SrcData2));
Register R14(.clk(clk), .rst(rst), .D(DstData), .WriteReg(WrtEn[14]), .ReadEnable1(RdEn1[14]), .ReadEnable2(RdEn2[14]), .Bitline1(SrcData1), .Bitline2(SrcData2));
Register R15(.clk(clk), .rst(rst), .D(DstData), .WriteReg(WrtEn[15]), .ReadEnable1(RdEn1[15]), .ReadEnable2(RdEn2[15]), .Bitline1(SrcData1), .Bitline2(SrcData2));
endmodule
module WriteDecoder_4_16(input[3:0] RegId, input WriteReg, output[15:0] Wordline);
wire [15:0] wordline_in, wordline_out, wordline_in0, wordline_in1, wordline_in2;
assign Wordline = WriteReg ? wordline_out : 16'h0000;
assign wordline_in = 16'h0001;
assign wordline_in0 = RegId[0] ? (wordline_in << 1) : wordline_in;
assign wordline_in1 = RegId[1] ? (wordline_in0 << 2) : wordline_in0;
assign wordline_in2 = RegId[2] ? (wordline_in1 << 4) : wordline_in1;
assign wordline_out = RegId[3] ? (wordline_in2 << 8) : wordline_in2;
endmodule
```

## run.sh

```bash
#!/bin/bash
# OpenROAD 26Q1-2900-gdf79404cd8, Yosys 0.63+post, stock flow scripts
make -C /OpenROAD-flow-scripts/flow DESIGN_CONFIG=/design/flow/config.mk WORK_HOME=/design/flow/orfs finish
```

==> impl_metrics.tcl <==
# yosys + openroad results
set metrics [dict create \
    grt_first_pass_wirelength_um 4243 \
    core.rowCount 26 \
    fp.dieW_um 93 \
    ys_seq_share_pct 28.60 \
    max_cap_viol_count 0 \
    worst_r2r_path_depth 2 \
    hold_class "input pin to flip-flop" \
    path_clk_slew_ns 0.07 \
    netlist-cell-type-count 19 \
    reg2reg_to "R1.Cell3.DFF.state" \
    crit_path_start_kind "input pin" \
    ys_warn_count 34 \
    cts_buffer_depth 2 \
    drv_slew 0 \
    slowest_delay_ns 0.28 \
    final_area_mm2 0.001589 \
    pwr-share-clk_pct 34.0 \
    die-area_mm2 0.008649 \
    antenna_found_initial 0 \
    critPathSlowestCell "nor4b_4" \
    ys_sh_mux_pct 30.73 \
    drcViolationCount 0 \
    warning_count 36 \
    clk_latency_ns 0.24 \
    worst_slew_pin_slew_ns 0.2094 \
    pin_count 63 \
    cp_cell_sequence "buf_8 > nand2_8 > nor4b_4 > buf_4 > clkbuf_16 > mux2_4" \
    clock.fmax_mhz 653.3 \
    endpoint_kind "primary output" \
    ys_sh_simple_pct 27.15 \
    final_util_pct 30.92 \
    hp-start "DstReg[1]" \
    core-area_mm2 0.005140 \
    switching_share_pct 22.51 \
    power.leakage_nw 0.6162 \
    grt_util_all_layers_pct 6.087 \
    pwr-share-comb_pct 19.8 \
    htree_levels 1 \
    drive_gt1_share_pct 39.71 \
    power.total_mw 1.005 \
    post-dp-hpwl_um 2063 \
    critPathRequiredTime_ns 1.12 \
    area_growth_syn_to_layout_pct 41.90 \
    crit_family "buffers and inverters" \
    ant_nets 0 \
    portBuffers 22 \
    clock-skew-final_ns 0 \
    holdPathStages 3 \
    maxSlewHeadroom_pct 85.98 \
    xor_share_pct 0 \
    max-vdd-ir-drop_mv 0.3714 \
    synth_cells 113 \
    cts_hold_buf 0 \
    drt_iter0_markers 27 \
    cts_root_buf "clkbuf_8" \
    wl_per_cell_um 13.10 \
    crit_type "input pin to primary output" \
    syn_avg_cell_area_um2 9.910 \
    die_h_um 93 \
    core_util_floorplan_pct 21.79 \
    hold_violations 0 \
    ys_chip_area_mm2 0.001120 \
    numClockSinks 16 \
    worstPathMaxFanout 2 \
    first_global_vias 868 \
    gp_congestion 0.7697 \
    yosys_cells 113 \
    setup_viol 30 \
    setup_ws_ns -0.1307 \
    power_switching_uw 226.2 \
    numSynthFlops 16 \
    overflow 0 \
    aoi_share_pct 0 \
    cts_tree "done" \
    r2r_start "R1.Cell3.DFF.state" \
    fin_hold_ws_ns 0.3598 \
    violations "setup timing" \
    pwr-share-seq_pct 46.2 \
    status "complete, but fails checks" \
    rsz0062_at_grt "yes" \
    first_pass_iters 4 \
    power.density_mw_per_mm2 632.5 \
    p_int_uw 778.8 \
    top_logic_kind "multiplexers" \
    syn_area_mm2 0.001120 \
    period_minus_slack_ns 1.531 \
    timing.setup.tns_ns -2.346 \
    cp_num_buf_inv 3 \
    vias 798 \
    routed_wl_um 2699 \
    min_delay_worst_endpoint "R4.Cell12.DFF.state" \
    cts-buffers-inserted 3 \
    dpl-instance-area_mm2 0.001419 \
    routed_via_density 3.874 \
    r2r_slack_ns 0.81 \
    grt_max_degree 17 \
    adder_share_pct 0 \
    finalCritPeriodShare_pct 109.3 \
    worstPathArrival_ns 1.25 \
    antennaDiodeCount 0 \
]
cell usage in the layout (no fill, tap or decap), drive strengths merged:
cell           Yosys  routed
nor3               2       2
mux2i             16      16
buf               18      23
nor4               1       1
nand2              3       3
nand2b            32      32
clkdlybuf4s50      0      17
nand3              1       1
dfxtp             16      16
and2b              1       1
nor4b              1       1
and3b              1       1
inv                1       1
mux2              16      16
clkbuf             3       4
or3                1       1
power groups by stage:
| stage | clock network, mW | registers [mW] | logic (mW) |
|---|---|---|---|
| 4_1_cts | 0.364 | 0.464 | 0.188 |
| 6_report | 0.341 | 0.464 | 0.199 |
| 5_1_grt | 0.375 | 0.465 | 0.219 |
cell type report:
cell class	instances	area [µm²]
clock buffer	3	41.29
fill	552	3551
multi-input combinational	75	740.7
sequential	16	320.3
tap	70	87.58
timing repair buffer	41	395.4
inverter	1	3.754
Yosys cell counts (all sizes together):
library cell  count  share of area, %
inv               1              0.33
and3b             1              0.89
or3               1               1.0
nor4              1               1.9
nor4b             1               2.1
nand3             1              0.45
clkbuf            3               1.0
buf              18                12
mux2i            16                14
nor3              2              0.89
nand2             3               1.2
mux2             16                16
dfxtp            16                29
and2b             1              0.78
nand2b           32                18
per-stage QoR:
| stage | cells | setup slack (ns) |
|---|---|---|
| 2_1_floorplan | 113 | -0.1445 |
| 3_3_place_gp | 195 | -0.7089 |
| 3_5_place_dp | 195 | -0.7308 |
| 4_1_cts | 202 | -0.2532 |
| 5_1_grt | 206 | -0.2030 |
| 6_report | 206 | -0.1307 |
tightest hold or removal path, cell delays in order:
cell,delay (ns)
buf_6,0.12
nor3_4,0.06
mux2i_1,0.10
per-layer routing:
metal,global-route usage (%),share of wire [%],vias up
li1,-,-,411
met1,7.224,40,358
met2,9.988,47,27
met3,3.312,13,2
met4,0.2571,0.44,0
met5,0,0,-
logic make-up after synthesis:
family        count (synthesis)
flops                        16
mux                          32
simple gates                 43
buf+inv                      22
how the worst max path moves through the flow:
stage,endpoint,cells after the start,start,slack [ns]
CTS,SrcData1[3],5,DstReg[0],-0.25
global route,SrcData2[3],6,DstReg[0],-0.20
finish,SrcData1[3],6,DstReg[0],-0.13
repair_timing:
action / 4_1_cts / 5_1_grt
setup buffers: 4 / 5
pin swaps: 4 / 5
endpoints found under the setup margin: 47 / 34
hold endpoints to repair: 0 / 0
gates cloned: 1 / 0
gates resized: 33 / 14
Power is estimated from default activity; no workload was simulated.
